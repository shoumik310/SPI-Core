<file path="design.v">
module controller(
	input spe,
	input clk,
	input reset,
	input w_fifo_empty,
	output logic w_fifo_en,
	output logic r_fifo_en,
	output logic spif,
	output logic spi_transfer_en
);
logic byte_counter_clr;
logic byte_counter_status;
logic block_counter_clr;
logic block_counter_status;
logic block_counter_inc;
counter #(.MAX_COUNT(8)) byte_counter (
	.clk(clk),
	.reset(reset),
	.clr(byte_counter_clr),
	.inc(1'b1),
	.status(byte_counter_status)
);
counter #(.MAX_COUNT(4)) block_counter (
	.clk(clk),
	.reset(reset),
	.clr(block_counter_clr),
	.inc(block_counter_inc),
	.status(block_counter_status)
);
localparam IDLE = 0;
localparam START = 1;
localparam TRANSFER = 2;
localparam NEXT = 3;
logic [1:0] state;
always_comb spif = block_counter_status;
always @ (*) begin
	byte_counter_clr  = 0;
	block_counter_clr = 0;
	w_fifo_en         = 0;
	r_fifo_en         = 0;
	block_counter_inc = 0;
	spi_transfer_en = 0;
	case (state)
		START: begin
			byte_counter_clr = 1;
			block_counter_clr = 1;
			w_fifo_en = 1;
		end
		TRANSFER: 
			spi_transfer_en = 1;
		NEXT: begin
			byte_counter_clr = 1;
			w_fifo_en = 1;
			r_fifo_en = 1;
			block_counter_inc = 1;
		end
		default begin
			byte_counter_clr  = 0;
			block_counter_clr = 0;
			w_fifo_en         = 0;
			r_fifo_en         = 0;
			block_counter_inc = 0;
		end
	endcase
end
always_ff @ (posedge clk) begin
	if(reset)
		state <= IDLE;
	else begin
		if (!spe)
			state <= IDLE;
		else begin
			case (state)
				IDLE: state <= w_fifo_empty ? IDLE : START;
				START: state <= TRANSFER;
				TRANSFER: state <= !byte_counter_status ? TRANSFER : NEXT;
				NEXT: state <= w_fifo_empty ? IDLE : TRANSFER;
				default: state <= IDLE;
			endcase
		end	
	end
end
endmodule
module counter(
	input clk,
	input reset,
	input clr,
	input inc,
	output logic status
);
parameter MAX_COUNT = 8;
logic [$clog2(MAX_COUNT):0] cnt;
localparam [ $clog2(MAX_COUNT)-1 : 0 ] TERMINAL_COUNT = MAX_COUNT - 1;
always_comb status = (cnt == TERMINAL_COUNT);
always_ff @ (posedge clk) begin
	if(reset || clr)
		cnt <= 0;
	else begin
		if (!status && inc) begin
			cnt <= cnt + 1;
		end
	end
end
endmodule
module SPI_CORE
    #(parameter DATA_WIDTH=8)(
    input clk,
    input reset,
    input [8:0] control,
    input [DATA_WIDTH-1:0] data_in,
    output logic [DATA_WIDTH-1:0] data_out,
    output logic sck,
    output logic mosi,
    input        miso,
    output logic spif
);
    wire spe = control[0];
    wire spr = control[4:1];
    wire cpol = control[5];
    wire cpha = control[6];  
    wire w_fifo_wen = control[7];
    wire r_fifo_ren = control[8];
    logic int_clk_clr;
    logic int_clk_en;
    logic i_clk_ps;  
    logic w_fifo_ren;
    logic r_fifo_wen;
    logic spi_transfer_en;
    logic w_fifo_full;
    logic r_fifo_full;
    logic w_fifo_empty;
    logic r_fifo_empty;
    logic w_fifo_data_out;
    logic r_fifo_data_in;
    timingGenerator Clk_Gen (
     .clk (clk),
     .reset (reset),
     .en (spe),
     .clr (int_clk_clr),
     .spr (spr),
     .cpol (cpol),
     .clk_out (sck),
     .clk_op_out (i_clk_ps)
    );
    controller Controller_Inst (
        .spe (spe),
        .clk (i_clk_ps),
        .reset (reset),
        .w_fifo_empty (w_fifo_empty),
        .w_fifo_en (w_fifo_en),
        .r_fifo_en (r_fifo_en),
        .spif (spif),
        .spi_transfer_en (spi_transfer_en)
    );
    fifo #(.DATA_WIDTH(DATA_WIDTH), .DEPTH(4)) w_fifo (
        .clk (i_clk_ps),
        .reset (reset),
        .data_in (data_in),
        .wr_en (w_fifo_wen),
        .rd_en (w_fifo_ren),
        .data_out (w_fifo_data_out),
        .full (w_fifo_full),
        .empty (w_fifo_empty)
    );
    fifo #(.DATA_WIDTH(DATA_WIDTH), .DEPTH(4)) r_fifo (
        .clk (i_clk_ps),
        .reset (reset),
        .data_in (r_fifo_data_in),
        .wr_en (r_fifo_wen),
        .rd_en (r_fifo_ren),
        .data_out (data_out),
        .full (r_fifo_full),
        .empty (r_fifo_empty)
    );
    shift_reg #(.w(DATA_WIDTH)) shift_reg_inst (
        .clk (i_clk_ps),
        .reset (reset),
        .transfer_en (spi_transfer_en),
        .w_buf_out (w_fifo_data_out),
        .MISO (miso),
        .MOSI (mosi),
        .r_buf_in (r_fifo_data_in)
    );
endmodule
module fifo 
	#(	parameter DATA_WIDTH=8, 
		parameter DEPTH=8) (
	input clk,
	input reset,
	input [DATA_WIDTH-1:0] data_in,
	input wr_en,
	input rd_en,
	output logic [DATA_WIDTH-1:0] data_out,
	output logic full,
	output logic empty
);
logic [DATA_WIDTH-1:0] fifo_data [$clog2(DEPTH)];
logic [$clog2(DEPTH)-1:0] counter;
logic [1:0] rd_ptr;
logic [1:0] wr_ptr;
always_comb begin	
	full = counter == DEPTH;
	empty = counter == 0;
end
always_ff @ (posedge clk) begin
	if(reset) begin
		counter <=0;
	end
	else begin
		case ({wr_en, rd_en})
			2'b01: counter <= counter -1;
			2'b10: counter <= counter +1;
			default: counter <= counter; 
		endcase
	end
end
always_ff @ (posedge clk) begin
	if (reset) 
		wr_ptr <= 0;
	if(wr_en && !reset) begin
		wr_ptr <= wr_ptr+1;
		fifo_data[wr_ptr] <= data_in;
	end
end
always_ff @ (posedge clk) begin
	if (reset) 
		rd_ptr <= 0;
		data_out <= 0;
	if(rd_en && !reset) begin
		data_out <= fifo_data[rd_ptr];
		rd_ptr <= rd_ptr+1;
	end
end
endmodule
module shift_reg #(parameter w=8)(
  input        clk, 
               reset,
               transfer_en,
  input        [w-1:0] w_buf_out,
  input        MISO,
  output logic MOSI, 
  output logic [w-1:0] r_buf_in  
);
  logic [w-1:0] shift_reg;	
always_comb begin
	MOSI = shift_reg[7];
	r_buf_in = shift_reg;
end
always_ff @(posedge clk) begin
    if(reset) begin
	shift_reg <= 0;
    end
    else if (transfer_en) begin
	shift_reg = shift_reg<<1 + MISO;
    end
    else begin
	shift_reg <= w_buf_out;
    end
end
endmodule
module timingGenerator (
    input clk, 
    input reset,
    input en, 
    input clr,
    input [3:0] spr,
    input cpol,
    output logic clk_out,
    output logic clk_op_out
);
    logic clk_div;
    logic [11:0] counter;
    logic buffer;
    logic phase_shift_buffer;
    always_comb begin
        clk_out = buffer ^ cpol;
        clk_op_out = phase_shift_buffer;
    end
    always @ * begin    
        case (spr)
            4'b0000: clk_div = counter[0];
            4'b0001: clk_div = counter[1];
            4'b0010: clk_div = counter[3];
            4'b0011: clk_div = counter[4];
            4'b0100: clk_div = counter[2];
            4'b0101: clk_div = counter[5];
            4'b0110: clk_div = counter[6];
            4'b0111: clk_div = counter[7];
            4'b1000: clk_div = counter[8];
            4'b1001: clk_div = counter[9];
            4'b1010: clk_div = counter[10];
            4'b1011: clk_div = counter[11];
            default: clk_div = counter[0];
        endcase    
    end
    always_ff @ (posedge clk) begin
        if (reset || clr) begin
            counter <= 0; 
            buffer <= 0;
        end
        else if (en) begin
            counter <= counter + 1; 
            buffer <= clk_div;
        end
    end
    always_ff @ (negedge clk) begin
        phase_shift_buffer <= clk_out;
    end
endmodule
</file>
<file path="run.sh">
#!/bin/bash
# OpenROAD 26Q1-2900-gdf79404cd8, Yosys 0.63+post, stock flow scripts
make -C /OpenROAD-flow-scripts/flow DESIGN_CONFIG=/design/flow/config.mk WORK_HOME=/design/flow/orfs finish
</file>
<file path="config.mk">
export PLATFORM = sky130hd
export DESIGN_NAME = SPI_CORE
export DESIGN_NICKNAME = SPI_CORE
export VERILOG_FILES = /design/flow/design.v
export SDC_FILE = /design/flow/constraint.sdc
export NUM_CORES = 4
export LEC_CHECK = 1
export CORE_AREA = 10 10 77 77
export DIE_AREA = 0 0 87 87
</file>
<file path="constraint.sdc">
current_design SPI_CORE

set clk_period 1.0
set clk_io_pct 0.2

create_clock -name clk0 -period $clk_period [get_ports {clk}]

set non_clock_inputs [all_inputs -no_clocks]
set_input_delay [expr $clk_period * $clk_io_pct] -clock clk0 $non_clock_inputs
set_output_delay [expr $clk_period * $clk_io_pct] -clock clk0 [all_outputs]
</file>
==> results_slide.txt <==
Implementation Results

Detailed routing
  • First drt pass iteration count: 3
  • DR iter-0 viols: 12
  • # DRC: 0
  • Final ANT Viol Nets: 0
  • Via-per-instance ratio: 3.67
  • Avg WL per Cell: 9.09 um
  • Via count: 521
  • Antenna Cells: 0
  • Total wire length: 1290 um

Global route
  • M2 GR Usage: 0.0513
  • Gr usage total: 0.0325
  • Number of global-route vias before repair: 492
  • Antenna violations before repair: 0
  • Met1 Use GR: 0.0481
  • First-pass GRT wire length: 2150 um
  • Pin count of the biggest net entering global routing: 22
  • Met3 Track Usage GR: 0.00566
  • GR peak layer: met2
  • Gr ovfl total: 0

Logic synthesis
  • Basic Gates by Area: 0.168
  • Area reported by Yosys stat: 887 um^2
  • Cell Area, Synth: 887 um^2
  • Synth warnings: 16
  • Top non-seq family: simple AND/OR/NAND/NOR gates
  • Yosys cell count: 86
  • Synth Seq Share: 0.496
  • Distinct lib cells used: 25
  • Adder share: 0.0423
  • Synth flops: 22
  • Aoi share: 0.0381
  • Multiplexer share: 0.0903
  • Syn Inst Count: 86
  • Mapped Avg Cell Area: 10.3 um^2
  • Area fraction in xor and xnor cells: 0.0494

Setup path
  • Crit path max fanout: 2
  • CP max stage cell: clkdlybuf4s15_1
  • Worst setup SP type: primary input
  • Critical path class: primary input to flop
  • Buf+Inv Stages, Crit Path: 1
  • Crit path cell chain: clkdlybuf4s15_1
  • Critical Path Max Stage Delay: 0.17 ns
  • Crit path capture type: flop
  • Critical path arrival: 0.37 ns
  • Worst Path Required: 0.42 ns
  • Crit path max-delay family: buffers and inverters

Floorplan
  • CORE AREA: 4350 um^2
  • Die Span X: 87 um
  • Die Y: 87 um
  • Site row count: 24
  • Chip area: 7570 um^2
  • Initial Util: 0.204
  • I/O pin count: 31

Power
  • Pint: 0.137 mW
  • Flop pwr share: 0.560
  • Net switching power of the design: 0.0541 mW
  • Switching fraction of total power: 0.283
  • Logic pwr share: 0.361
  • Total power: 0.191 mW
  • Clock power share: 0.079
  • LEAKAGE: 0.380 nW
  • Pwr Density: 196 nW/um^2
  • VDD IR max: 0.244 mV

Timing
  • RSZ-0062 raised after global routing: no
  • Endpoints left unconstrained: 22
  • Max-slew violations: 0
  • Min Hold Slack: 0.769 ns
  • Count of unclocked register or latch pins: 21
  • Slew headroom: 0.624
  • Slack of the critical path: 0.0474 ns
  • Hold Fails Final Rpt: 0
  • Worst-Margin Slew: 0.564 ns
  • Final setup fails: 0

Placed design
  • Number of port buffers: 8
  • DP Worst Slack: -0.333 ns
  • DP HPWL: 1040 um
  • Placer congestion estimate: 0.741
  • Cell area after placement: 975 um^2

Run
  • Tool warnings: 43
  • Max_cap viols: 0

CTS
  • CTS resizes: 3
  • Number of hold buffers added after CTS: 0
  • Worst-path clk slew: 0.03 ns
  • Post CTS Setup Buffer Count: 0

Cells and area
  • Share of layout cells above drive strength 1: 0.0556
  • Max reg flops: 8
  • Register area: 440 um^2
  • Post-route cell area: 973 um^2
  • Fin util: 0.224
  • Logic area: 378 um^2
  • Layout area overhead: 9.73%
  • Fill count: 451

Outcome
  • Outcome: finished, final reports clean

Worst hold path
  • Hold path start: control[5]
  • Hold Crit Endpoint: sck
  • Hold Path Class: primary input to output port
  • Hold depth: 2
## cell type report
cell class,count,area share
sequential,22,0.452
timing repair buffer,8,0.0810
tap,52,0.0668
inverter,2,0.00771
clock inverter,1,0.00386
multi-input combinational,57,0.388
## synthesized netlist by cell type, drive strengths merged
cell / count / area [um^2]
a221oi: 1 / 8.76
a2111oi: 1 / 15.0
and2b: 1 / 8.76
conb: 1 / 3.75
buf: 10 / 78.8
nand2b: 1 / 6.26
xor2: 1 / 8.76
nand3: 2 / 10.0
nor2: 14 / 52.6
and3: 1 / 6.26
xnor2: 4 / 35.0
mux2i: 8 / 80.1
inv: 3 / 11.3
or3: 1 / 11.3
or2: 1 / 6.26
clkbuf: 2 / 8.75
dfxtp: 22 / 440
nor3b: 2 / 20.0
nand3b: 1 / 7.51
ha: 3 / 37.5
nor3: 4 / 20.0
o21ai: 2 / 10.0
## how the worst max path moves through the flow
stage / from / to / slack, ns / cells past startpoint
CTS: control[5] / Clk_Gen.phase_shift_buffer / 0.007 / 1
global route: control[5] / Clk_Gen.phase_shift_buffer / 0.02 / 1
finish: control[5] / Clk_Gen.phase_shift_buffer / 0.05 / 1
## cells by family (layout without fill, tap and decap cells)
| kind of cell | after synthesis | count (layout) |
|---|---|---|
| other cells | 1 | 9 |
| mux | 8 | 8 |
| simple gates | 28 | 28 |
| xor+xnor | 5 | 5 |
| flops | 22 | 22 |
| fa+ha+maj | 3 | 3 |
| buf+inv | 15 | 11 |
| compound gates | 4 | 4 |
## power groups by stage
stage	logic (mW)	clock network [mW]	registers (mW)
4_1_cts	0.0706	0.0125	0.108
5_1_grt	0.0767	0.0155	0.110
6_report	0.0690	0.0151	0.107
## placed cells by master, fill, tap and decap left out, types with 2 or more instances in the layout
master / Yosys / layout
o21ai_0: 2 / 2
dfxtp_1: 22 / 22
nor2_1: 14 / 14
xnor2_1: 4 / 4
inv_1: 3 / 3
clkdlybuf4s50_1: 0 / 6
conb_1: 1 / 9
ha_1: 3 / 3
nor3_1: 4 / 4
nand3_1: 2 / 2
mux2i_1: 8 / 8
## metrics by stage
stage	setup TNS, ns	std cells
2_1_floorplan	0	94
3_3_place_gp	-0.587	142
3_5_place_dp	-0.571	142
4_1_cts	0	142
5_1_grt	0	142
6_report	0	142
## layer usage
layer  share of wire  vias to the layer above
met1            0.53                      237
li1                -                      275
met3           0.035                        0
met2            0.44                        9
met5               0                        -
met4               0                        0
Power is estimated from default activity; no workload was simulated.
